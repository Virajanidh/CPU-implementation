## flow/config.mk

```make
export PLATFORM = sky130hd
export DESIGN_NAME = cpu
export DESIGN_NICKNAME = cpu
export VERILOG_FILES = /design/flow/design.v
export SDC_FILE = /design/flow/constraint.sdc
export NUM_CORES = 4
export LEC_CHECK = 1
export CORE_AREA = 10 10 70 70
export DIE_AREA = 0 0 80 80
```

## flow/constraint.sdc

```tcl
current_design cpu

set clk_period 2.1
set clk_io_pct 0.2

create_clock -name clk0 -period $clk_period [get_ports {CLK}]

set non_clock_inputs [all_inputs -no_clocks]
set_input_delay [expr $clk_period * $clk_io_pct] -clock clk0 $non_clock_inputs
set_output_delay [expr $clk_period * $clk_io_pct] -clock clk0 [all_outputs]
```

## flow/design.v

```verilog
 `timescale  1ns/100ps
	module mux_2x1(in0,in1,sel,out);
	input [7:0] in0,in1;
	input sel;
	output [7:0] out; 
	reg out;  
	always @ (in0,in1,sel) 
	begin
		if(sel == 1'b0)begin	
			out = in0;
		end else begin
			out = in1;
		end
	end 
	endmodule
 `timescale  1ns/100ps
module alu(DATA1, DATA2, RESULT, SELECT,ZERO);
input [7:0] DATA1, DATA2;  
input [2:0] SELECT;    
output [7:0] RESULT;    
output  ZERO;   
 reg [7:0] ALU_OUT;  
 wire ZERO_value;
 assign RESULT=ALU_OUT;  
 assign ZERO =ZERO_value;
 wire [7:0]FORWARD, add_r ,and_r,or_r;
 assign #1 FORWARD= DATA2;
 assign #2 add_r=DATA1+DATA2;
 assign #1 and_r=DATA1&DATA2;
 assign #1 or_r=DATA1|DATA2;
 always @(FORWARD,add_r,and_r,or_r,SELECT)
	begin
		case(SELECT)
		3'b000:  
		ALU_OUT=FORWARD;
		3'b001:  
		 ALU_OUT=   add_r;
		3'b010:  
		 ALU_OUT= and_r;
		3'b011:  
		 ALU_OUT=  or_r;
		default: ALU_OUT=8'bx;  
		endcase
	end
	wire  OUT1,OUT2,OUT3,OUT4,OUT5,OUT6,OUT7;
	wire [7:0]IN1,IN2;
	assign IN1=RESULT;
	assign IN2=RESULT;
	or n_gate0(OUT1, IN1[0], IN1[1]); 
	or n_gate1(OUT2, IN1[2], OUT1);
	or n_gate2(OUT3, IN1[3], OUT2);
	or n_gate3(OUT4, IN1[4], OUT3);
	or n_gate4(OUT5, IN1[5], OUT4);
	or n_gate5(OUT6, IN1[6], OUT5); 
	or n_gate5(OUT7, IN1[7], OUT6);
	not (ZERO_value,OUT7);
endmodule	
 `timescale  1ns/100ps
module reg_file(IN, OUT1, OUT2, INADDRESS, OUT1ADDRESS, OUT2ADDRESS, WRITE, CLK, RESET,busywait) ;
	input [7:0] IN;  
	input [2:0] INADDRESS, OUT1ADDRESS, OUT2ADDRESS;   
	input WRITE, CLK, RESET,busywait;  
	output [7:0] OUT1,OUT2;  
	reg [7:0] 	 regfile [0:7]; 
	integer i;
	assign #2 OUT1 = regfile[OUT1ADDRESS];
	assign #2 OUT2 = regfile[OUT2ADDRESS];
	always @(RESET) begin
		if (RESET==1)begin
			#2;
			for (i = 0; i < 8; i = i + 1) begin
				regfile[i] <=8'b0;
			end
		end 
	end
	always @(posedge CLK) begin
		#1	if ((WRITE==1) &&(RESET==0)&&(busywait==0))begin
				regfile[INADDRESS] <=IN ;
			end
	end
endmodule	
 `timescale  1ns/100ps
module adder(BNE,BRANCH,JUMP,ZERO,incr,PCout);
input BRANCH,JUMP,ZERO,BNE; 
input [31:0]incr;
output [31:0]PCout;
reg [7:0] out5;
reg [9:0] offset;
reg [31:0]offset_t =32'b0;  
reg [31:0] out10;
wire out1,out2,out3,out4,out6;
and a1(out1,BRANCH,ZERO);
not not1(out6,ZERO);
and a2(out2,BNE,out6);
or or1(out3,out1,out2);
or or2(out4,out3,JUMP);
always @(*)
begin
	out10=$signed(out4);
	offset_t= out10&incr ;
end
assign  PCout =$signed(offset_t);
endmodule
 `timescale  1ns/100ps
module PCadder(PC,PC3);
	input [31:0]PC;
	output [31:0]PC3;
	reg [31:0]PC3_t;
	always @ (*)
	begin
		PC3_t =PC+32'd04;  
	end
	assign  PC3=PC3_t; 
endmodule
 `timescale  1ns/100ps
module Offset_calculator(incr,offset_t1);
	input [7:0]incr;
	output [31:0] offset_t1;
	reg [9:0] offset;
	reg [31:0]offset_t =32'b0;
	always @(*)
	begin
		offset ={incr,2'b00};  
		offset_t =  $signed(offset) ;  
	end
	assign offset_t1=offset_t;
endmodule
 `timescale  1ns/100ps
module cpu(PC, INSTRUCTION,BUSYWAIT,READDATA,WRITE,READ,WRITEDATA,ADDRESS, CLK, RESET,inst_read);
	input CLK,RESET,BUSYWAIT;
	input [31:0]INSTRUCTION;
	input [7:0]READDATA;
	output [31:0] PC;
	output reg WRITE,READ;
	output [7:0]WRITEDATA;
	output [7:0]ADDRESS;
	output inst_read;
	reg [31:0] PC;
	always @(RESET)
	begin
		if (RESET==1)
		begin
			#1	PC <= -32'd4;  
			JUMP  =1'b0;
			BNE   =1'b0;
			BRANCH=1'b0;
		end
	end
	reg [7:0]OPCODE;  
	reg WRITEENABLE,BRANCH,JUMP,BNE;
	reg [7:0] IMMEDIATE,incr; 
	reg [2:0] ALUOP;  
	reg mux1;  
	reg mux2;  
	reg mux3;  
	reg [2:0] READREG1,READREG2,WRITEREG;  
	wire [7:0] complement;  
	wire [7:0] ALURESULT,REGOUT2,REGOUT1,out1,operand1;  
	wire ZERO;
	wire [31:0] PCout,PC3;
	wire [7:0]IN;  
	reg inst_read;
	always @(*)
	begin
		if (PC!= -4)
		begin
		inst_read=1;  
		end
		else
		begin
		inst_read=0;
		end
	end
	always @(INSTRUCTION)
	begin
		OPCODE=INSTRUCTION[31:24];
		WRITEREG= INSTRUCTION[18:16];
		READREG2 = INSTRUCTION [2:0];
		IMMEDIATE   =INSTRUCTION [7:0];
		READREG1 = INSTRUCTION [10:8]; 
		incr =INSTRUCTION[23:16];
		READ=1'b0;
		WRITE=1'b0;
			case(OPCODE)
			8'b00000010: #1   
			begin
				ALUOP = 3'b001;
				WRITEENABLE =1'b1;
				mux1 = 1'b0;
				mux2 = 1'b1;
				mux3 = 1'b0;
				JUMP = 1'b0;
				BRANCH = 1'b0;
				BNE = 1'b0;
				READ = 1'b0;
				WRITE = 1'b0;
			end
			8'b00000011: #1   
			begin
				WRITEENABLE =1'b1;
				ALUOP = 3'b001;
				mux1 =1'b1;
				mux2 =1'b1;
				mux3 = 1'b0;
				BRANCH = 1'b0;
				JUMP = 1'b0;
				BNE = 1'b0;
				READ = 1'b0;
				WRITE = 1'b0;
			end	
			8'b00000100: #1  
			begin
				WRITEENABLE =1'b1;
				ALUOP = 3'b010;
				mux1 =1'b0;
				mux2 = 1'b1;
				mux3 = 1'b0;
				BRANCH = 1'b0;
				JUMP = 1'b0;
				BNE = 1'b0;
				READ = 1'b0;
				WRITE = 1'b0;
			end	
			8'b00000101: #1  
			begin
				WRITEENABLE =1'b1;
				ALUOP = 3'b011;
				mux1 =1'b0;
				mux2 = 1'b1;
				mux3 = 1'b0;
				BRANCH = 1'b0;
				JUMP = 1'b0;
				BNE = 1'b0;
				READ = 1'b0;
				WRITE = 1'b0;
			end	
			8'b00000001: #1 
			begin
				WRITEENABLE =1'b1;
				ALUOP = 3'b000;
				mux1 = 1'b0;
				mux2 = 1'b1;
				mux3 = 1'b0;
				BRANCH = 1'b0;
				JUMP = 1'b0;
				BNE = 1'b0;
				READ = 1'b0;
				WRITE = 1'b0;
			end	
			8'b00000000: #1  
			begin
			    WRITEENABLE =1'b1;
				ALUOP = 3'b000;
				mux1 = 1'b0;
				mux2 = 1'b0;
				mux3 = 1'b0;
				BRANCH = 1'b0;
				JUMP = 1'b0;
				BNE = 1'b0;
				READ = 1'b0;
				WRITE = 1'b0;
			end	
			8'b00000111: #1  
			begin
			    WRITEENABLE =1'b0;
				ALUOP = 3'b001;
				mux1 = 1'b1;
				mux2 = 1'b1;
				mux3 = 1'b0;
				BRANCH = 1'b1;  
				JUMP = 1'b0;
				BNE = 1'b0;
				READ = 1'b0;
				WRITE = 1'b0;
			end	
			8'b00000110: #1  
			begin
			    WRITEENABLE =1'b0;
				mux1 = 1'b0;
				mux2 = 1'b0;
				mux3 = 1'b0;
				JUMP = 1'b1;  
				BRANCH = 1'b0;
				ALUOP = 3'b000;
				BNE = 1'b0;
				READ = 1'b0;
				WRITE = 1'b0;
			end
			8'b00010101: #1  
			begin
			    WRITEENABLE =1'b0;
				ALUOP = 3'b001;
				mux1 = 1'b1;
				mux2 = 1'b1;
				mux3 = 1'b0;
				BRANCH = 1'b0; 
				JUMP = 1'b0;
				BNE = 1'b1; 
				READ = 1'b0;
				WRITE = 1'b0;
			end
			8'b00001001: #1  
			begin
			    WRITEENABLE =1'b1;
				ALUOP = 3'b000;
				mux1 = 1'b0;
				mux2 = 1'b0;
				mux3 = 1'b1;
				BRANCH = 1'b0; 
				JUMP = 1'b0;
				BNE = 1'b0; 
				READ = 1'b1;
				WRITE = 1'b0;
			end
			8'b00001000: #1  
			begin
			    WRITEENABLE =1'b1;
				ALUOP = 3'b000;
				mux1 = 1'b0;
				mux2 = 1'b1;
				mux3 = 1'b1;
				BRANCH = 1'b0; 
				JUMP = 1'b0;
				BNE = 1'b0; 
				READ = 1'b1;
				WRITE = 1'b0;
			end
			8'b00001011: #1  
			begin
			    WRITEENABLE =1'b0;
				ALUOP = 3'b000;
				mux1 = 1'b0;
				mux2 = 1'b0;
				mux3 = 1'b1;
				BRANCH = 1'b0; 
				JUMP = 1'b0;
				BNE = 1'b0; 
				READ = 1'b0;
				WRITE = 1'b1;
			end
			8'b00001010: #1  
			begin
			    WRITEENABLE =1'b0;
				ALUOP = 3'b000;
				mux1 = 1'b0;
				mux2 = 1'b1;
				mux3 = 1'b1;
				BRANCH = 1'b0; 
				JUMP = 1'b0;
				BNE = 1'b0; 
				READ = 1'b0;
				WRITE = 1'b1;
			end
		endcase
	end	
	wire [31:0]offset_t1,offset_t2;
	Offset_calculator myoffset(incr,offset_t1);
	assign #2  offset_t2=offset_t1;
	assign #1 complement[7:0] = ~REGOUT2[7:0]+1'b1 ; 
	reg_file myreg(IN,REGOUT1,REGOUT2,WRITEREG,READREG1,READREG2,WRITEENABLE,CLK,RESET,BUSYWAIT);  
	mux_2x1 reg_mux1(REGOUT2,complement,mux1,out1);  
	mux_2x1 reg_mux2(IMMEDIATE,out1,mux2,operand1);  
	alu myalu(REGOUT1, operand1, ALURESULT, ALUOP,ZERO);  
	mux_2x1 reg_mux3(ALURESULT,READDATA,mux3,IN);    
	adder myadd(BNE,BRANCH,JUMP,ZERO,offset_t2,PCout);
	PCadder add(PC,PC3);  
	assign ADDRESS =ALURESULT;
	assign WRITEDATA = REGOUT1;
	wire [31:0]PC2,PC4;
	assign  PC4=PCout; 
	assign #1 PC2 = PC3;  
	always @(posedge CLK)
	begin
	#1
		if (RESET==0&& BUSYWAIT==0 )
		begin
			 PC <= PC2+PC4;
		end
	end
endmodule   
```

## flow/run.sh

```bash
#!/bin/bash
# OpenROAD 26Q1-2900-gdf79404cd8, Yosys 0.63+post, stock flow scripts
make -C /OpenROAD-flow-scripts/flow DESIGN_CONFIG=/design/flow/config.mk WORK_HOME=/design/flow/orfs finish
```

==> out/results.ini <==
[outcome]
status=finished, final reports clean

[routing]
remaining_drc_errors=0
drt_iter0_drc=22
num_vias=404
n_antenna_cell=0
wl_per_cell_um=9.469
via_per_inst=2.786
routed_wl_um=1373
drt_pass1_iterations=2
ant_nets=0

[timing]
finalCritPeriodShare_pct=89.52
setup_ws_ps=220.1
hold_viol_final=0
setup_violations=0
untimed_endpoints=3
maxSlewViolCount=0
period_needed_ps=1880
unclocked_regs=3
rsz0062_at_grt=no
fmax_mhz=531.9

[synth]
ys_cells=72
syn_area_per_cell_um2=7.559
ys_seq_elements=3
syn_area_um2=544.3
syn_inst=72
synth_warnings=203
ys_area_um2=544.3
synth_cell_types=20

[floorplan]
die_w_um=80
fp_util_pct=15.93
row_count=21
die_y_um=80
chip_area_um2=6400
pin_count=94
core_um2=3416

[cells_and_area]
fill_cells=389
fin_util_pct=21.14
drive_gt1_share_pct=7.071
syn2layout_area_growth_pct=32.64

[critical_path]
startpoint_type=input pin
cp_top_family=simple AND/OR/NAND/NOR gates
cp.arrival_ps=1460
slowest_delay_ps=350
critPathCaptureType=output port
critPathRequiredTime_ps=1680
slowest_stage=nor4_4
crit_chain=clkdlybuf4s15_2 -> nor4_4 -> and4bb_2 -> dlygate4sd2_1
path_class=input pin to output port
crit_fanout=5
path_buffers=2

[cts]
cts_setup_buffers=0
cts_hold_buf=0

[placement]
port-buffer-count=26
dp_worst_setup_slack_ps=-342.1
dpl.hpwl_um=1300
globalplace.congestion=0.7173

[global_routing]
grt_usage_pct=3.537
grt_pass1_vias=452
grt_pass1_wl_um=1966
grt_start_max_net_pins=9
grt_antenna_before_repair=0
overflow=0

[power]
ir_worst_vdd_mv=0.01331
total_power_mw=0.05867
powerDensity_nw_per_um2=81.26
p_leak_nw=0.3564

[hold_path]
hp-class=input pin to output port

[run]
maxCapViolCount=0
log.warning_count=54

## layout make-up
cell class / count / area [um2] / share of cell area [%]
sequential: 3 / 45.04 / 6.239
inverter: 1 / 3.754 / 0.5199
multi-input combinational: 66 / 334.1 / 46.27
tap: 46 / 57.56 / 7.972
timing repair buffer: 29 / 281.5 / 38.99
## state kept, by name, indices dropped and copies added, names as in the netlist
name   cells
mux2       1
ALUOP      2
## report_power, final
part / total, mW / internal (mW) / switching (mW)
logic: 0.0568 / 0.0363 / 0.0206
registers: 0.00184 / 0.00171 / 0.000130
clock network: 0 / 0 / 0
## worst min-delay path, delay by kind of cell
| kind | cells | cell delay (ps) |
|---|---|---|
| simple gates | 2 | 230 |
| buf+inv | 2 | 440 |
## repair_timing
item                       4_1_cts  5_1_grt
hold endpoints to repair         0        0
gates resized                   11        0
setup endpoints to repair        2        0
## per-stage QoR
stage	area (um2)	instances	hold WS (ps)	TNS, ps
floorplan	690.7	111	911.9	0
finish	721.9	145	1513	0
detailed placement	723.2	145	1753	-642.4
global placement	723.2	145	1753	-637.1
global route	721.9	145	1546	0
CTS	721.9	145	1518	0
## per-layer routing
layer	vias to the layer above	track usage [%]	wire [um]
met5	-	0	0
met4	0	0.3521	0
met3	0	1.591	223
met2	41	5.538	562
met1	159	4.497	588
li1	204	-	-
## synth_stat cells
library cell	n	area, um2
nand3b_1	1	7.510
nor3_1	1	5.000
o21ai_0	1	5.000
and4b_1	1	10.01
nor4_4	1	21.27
nor3b_1	1	7.510
dlxtn_1	3	45.04
and3b_1	1	8.760
o22ai_1	1	6.260
nand2b_1	1	6.260
a21oi_1	1	5.000
and4bb_2	1	12.51
and2_1	8	50.05
inv_1	1	3.750
buf_4	41	307.8
nor2b_1	1	6.260
nand2_1	3	11.26
xor2_1	1	8.760
conb_1	2	7.510
a2111oi_0	1	8.760
## path summary, 6_finish.rpt
check	from	endpoint	slack [ps]	cells past startpoint
min	INSTRUCTION[30]	WRITE	1510	4
max	INSTRUCTION[30]	READ	220	4
## layout by cell type (no fill, tap or decap), drive strengths merged, types with 3 or more instances in the layout
cell / instances
clkdlybuf4s15: 3
dlygate4sd2: 3
conb: 41
dlxtn: 3
buf: 3
nand2: 3
clkdlybuf4s50: 20
and2: 8
## cells by family (layout without fill, tap and decap cells)
family	after synthesis	in the layout	share of synthesized area, %
AND-OR/OR-AND	4	4	4.597
buffers and inverters	42	30	57.24
other	2	41	1.380
XOR/XNOR	1	1	1.609
AND/OR/NAND/NOR	20	20	26.90
latches	3	3	8.275
